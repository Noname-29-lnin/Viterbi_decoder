$ cat flow/config.mk
export PLATFORM = sky130hd
export DESIGN_NAME = Receiver
export DESIGN_NICKNAME = Receiver
export VERILOG_FILES = /design/flow/design.v
export SDC_FILE = /design/flow/constraint.sdc
export NUM_CORES = 4
export LEC_CHECK = 1
export CORE_UTILIZATION = 30
$ cat flow/constraint.sdc
current_design Receiver

set clk_period 2.4
set clk_io_pct 0.2

create_clock -name clk0 -period $clk_period [get_ports {i_clk}]

set non_clock_inputs [all_inputs -no_clocks]
set_input_delay [expr $clk_period * $clk_io_pct] -clock clk0 $non_clock_inputs
set_output_delay [expr $clk_period * $clk_io_pct] -clock clk0 [all_outputs]
$ cat flow/design.v
module Receiver #(
    parameter SIZE_DATA = 16,
    parameter OVER_SAMPLE = 16,
    parameter MID_SAMPLE = 8
)(
    input wire i_clk,  
    input wire i_rst_n,  
    input wire i_stick,  
    input wire i_rx_en,  
    input wire i_fifo_full,  
    input wire i_rx_serial,  
    input wire i_valid,
    output reg [SIZE_DATA - 1 : 0] o_rx_data,  
    output wire o_rx_done  
);
localparam SIZE_STATUS = 3;
localparam [SIZE_STATUS-1:0] IDLE        = 3'b000,
                             START       = 3'b001,
                             TRANSMIT    = 3'b010,
                             STOP_I      = 3'b100;
reg [SIZE_STATUS-1:0] state, n_state;
localparam SIZE_COUNT = $clog2(OVER_SAMPLE); 
reg [SIZE_COUNT:0] count, n_count;  
localparam SIZE_INDEX = $clog2(SIZE_DATA);  
reg [SIZE_INDEX:0] index, n_index;  
wire w_update_sample, w_update_mid_sample, w_update_data, w_update_idle, w_idata;
assign w_update_sample = (count == OVER_SAMPLE-1) ? 1'b1 : 1'b0;
assign w_update_mid_sample = (count == MID_SAMPLE-1) ? 1'b1 : 1'b0;
assign w_update_data = (index == SIZE_DATA-1) ? 1'b1 : 1'b0;
assign w_update_idle = (i_rx_en & ~i_fifo_full);
reg w_input_next;
assign w_idata = (i_valid) ? i_rx_serial : w_input_next;
always_ff @( posedge i_clk or negedge i_rst_n ) begin 
    if(~i_rst_n)
        w_input_next <= '0;
    else
        w_input_next <= w_idata;
end
always @(*) begin : proc_state
    case(state)
        IDLE: begin
            n_state = (~w_idata & i_stick & w_update_idle) ? START : IDLE;  
            n_count = '0;
            n_index = '0;
        end
        START: begin
            n_state = (w_update_mid_sample) ? ((w_idata) ? IDLE : TRANSMIT) : START;
            n_count = (w_update_mid_sample) ? '0 : ((i_stick) ? count + 1'b1 : count);
            n_index = '0;
        end
        TRANSMIT: begin
            n_state = (w_update_sample & w_update_data) ? STOP_I : TRANSMIT;
            n_count = (w_update_sample) ? '0 : (i_stick ? count + 1'b1 : count);
            n_index = w_update_data ? index : ((w_update_sample) ? index + 1'b1 : index);
        end
        STOP_I: begin
            n_state = (w_update_sample) ? IDLE : STOP_I;
            n_count = (w_update_sample) ? '0 : (i_stick ? count + 1 : count);
            n_index = index;
        end
        default: begin
            n_state = IDLE;
            n_count = '0;
            n_index = '0;
        end
    endcase
end
always_ff @(posedge i_clk or negedge i_rst_n) begin : proc_state_update
    if(~i_rst_n) begin
        state   <= IDLE;
        count   <= '0;
        index   <= '0;
    end else begin
        state   <= n_state;
        count   <= n_count;
        index   <= n_index;
    end
end
reg t_rx_data [SIZE_DATA - 1 : 0];
reg w_rx_done;
always_ff @(posedge i_clk or negedge i_rst_n) begin : proc_rx_out
    if(~i_rst_n) begin
        for(int i = 0; i < SIZE_DATA; i++) begin
            t_rx_data[i] <= 1'b0;
        end
    end else begin
        case(state)
            TRANSMIT: begin 
                t_rx_data[index[SIZE_INDEX-1:0]] <= w_idata;
            end
            STOP_I: begin
                for(int i = 0; i < SIZE_DATA; i++) begin
                    t_rx_data[i] <= t_rx_data[i];
                end
            end
            default: begin
                for(int i = 0; i < SIZE_DATA; i++) begin
                    t_rx_data[i] <= 1'b0;
                end
            end
        endcase
    end
end
always_ff @(posedge i_clk or negedge i_rst_n) begin : proc_rx_done
    if(~i_rst_n) begin
        w_rx_done <= 1'b0;
    end else begin
        w_rx_done <= ((state==STOP_I) && (n_state==IDLE)) ? 1'b1 : 1'b0; 
    end
end
always @(*) begin : proc_rx_data
    if(w_rx_done) begin
        for(int i = 0; i < SIZE_DATA; i++) begin
            o_rx_data[i] = t_rx_data[i];
        end
    end else begin
        for (int i = 0; i < SIZE_DATA; i++) begin
            o_rx_data[i] = o_rx_data[i];
        end
    end
end
assign o_rx_done = w_rx_done; 
endmodule 
$ cat flow/run.sh
#!/bin/bash
# OpenROAD 26Q1-2900-gdf79404cd8, Yosys 0.63+post, stock flow scripts
make -C /OpenROAD-flow-scripts/flow DESIGN_CONFIG=/design/flow/config.mk WORK_HOME=/design/flow/orfs finish
==> run summary <==
status = finished clean
max-cap violation count = 0
Yosys Instances = 207
Worst Skew = 0.00373 ns
routing usage on met1 = 18.7%
H-tree lvl count = 2
DIE AREA = 7460 µm²
vias = 1603
ant diodes = 0
Hold Path Sink = t_rx_data[2]
number of global-route vias before repair = 1347
crit share post-route = 80.1%
Slew headroom = 40.7%
number of CTS-inserted buffers = 5
io pins = 24
Overflow after GRT = 0
Residual DRC = 0
Post-Syn Area = 2130 µm²
Root Driver = clkbuf_8
Worst R2R End = index[3]
gr busiest metal = met1
CP arrival = 2.10 ns
CP Data Required Time = 2.58 ns
endpoints left unconstrained = 32
worst r2r src = index[0]
most numerous logic cell after layout = dfrtp_1
initial antenna violation count = 0
Worst R2R Path Depth = 6
hold-critical path depth = 2
Avg WL per Cell = 12.8 µm
Init Core Util = 31.2%
yosys stat chip area = 2130 µm²
die height = 86.4 µm
Min Clock Period, post-route = 1.92 ns
Post-DP HPWL = 2670 µm
layout cells sized above 1 = 13.9%
crit path kind = reg2reg
RSZ-0062 raised after global routing = no
first-pass GRT wire length = 6730 µm
critical path fanouts, max = 6
clock buffer depth = 2
CTS tree = done
Post-CTS Setup Inserts = 0
Synth flops = 48
gpl congestion = 0.815
synth warn = 2
Hold Vio Cnt, Final = 0
core area = 6830 µm²
area share, top type = 36.3%
port bufs = 23
final hold slack = 0.517 ns
total wire length = 4170 µm
tool warnings = 29
Finish-stage setup viols = 0
IR drop worst, VDD = 240 µV
ANT nets after route = 0
Final Max Tran Viols = 0
register pins left without a clock = 16
Top cells excl fill/tap = dfrtp_1 (31), nand2_1 (26), clkdlybuf4s50_1 (23)
Post-CTS Hold Fix Bufs = 0
Latency at later pin = 0.28 ns
Gate Count Post-Synth = 207
DR pass1 iterations = 4
leak pwr = 1.04 nW
crit start category = register
worst hold path class = reg2reg
Reg area = 1040 µm²
EDFF count, synth = 0
area delta synth->final = 18.9%
Pwr per Cell Area = 458 nW/µm²
Die Wd = 86.4 µm
Setup TNS = 0 ns
Resize count post-CTS = 0
Vias/cell = 4.92
fillers = 693
R2R Setup Slk = 0.48 ns
CP Capture Type = register
GR Util met2 = 16.6%
pin count of the biggest net entering global routing = 33
HP Start = t_rx_data[2]
FFs w/ async S/R, synth = 66.7%
Worst Max-Slew Pin Slew = 0.890 ns
syn avg cell area = 10.3 µm²
number of DRC markers in iteration 0 = 60
count of different cell masters after synthesis = 45
Comb area = 973 µm²
std cell rows = 30
CTS clk-pin slew, worst paths = 0.07 ns
Top FF cell, synth = dfrtp_1
achievable frequency = 0.520 GHz
Synth area leaders = dfrtp_1 (36%), dlxtp_1 (11%), ha_1 (4.7%)
Tot GR Track Use = 11.5%
Yosys top cell by area = dfrtp_1
M3 GR Usage = 2.22%
## registers in the layout, summed over array words and instances (netlist names)
signal,cells
o_rx_data,16
t_rx_data,16
count,5
index,5
state,4
w_input_next,1
w_rx_done,1
## cell type report
cell class	instances	area share (%)
Sequential cell	48	41.1
Multi-Input combinational cell	136	38.4
Timing Repair Buffer	29	10.8
Tap cell	96	4.73
Clock buffer	6	3.25
Inverter	9	1.33
Clock inverter	2	0.394
## cells in the mapped netlist (2+ instances only)
cell type / number
dfrtp_1: 31
nand2_1: 26
nand3_1: 19
dlxtp_1: 16
nand3b_1: 11
a21oi_1: 9
inv_1: 9
o21ai_0: 9
ha_1: 8
o311ai_0: 6
a2bb2oi_1: 5
buf_2: 5
buf_4: 5
nand2b_1: 5
o311ai_2: 5
clkbuf_1: 3
nor3b_1: 3
nor3b_2: 2
nor4_1: 2
o21ba_2: 2
o22ai_1: 2
## how the worst max path moves through the flow
stage                    start  endpoint  slack [ns]  depth (start not counted)
after CTS             index[0]  index[3]        0.48                          6
after global routing  index[0]  index[1]        0.37                          6
final                 index[0]  index[3]        0.48                          6
## critical path: stages (launching register included)
cell and delay [ns]:
dfrtp_1 0.41, ha_1 0.29, and3_1 0.25, ha_1 0.22, nand2b_1 0.19, o211a_1 0.23, a211o_1 0.21
## layer usage
metal | vias to the layer above | part of all wire [%]
li1 | 794 | -
met3 | 4 | 3.2
met1 | 774 | 51
met4 | 0 | 0.31
met5 | - | 0
met2 | 31 | 45
## through the flow
| stage | cells | power (mW) | setup WS, ns | cell area [µm²] | util [%] |
|---|---|---|---|---|---|
| floorplan | 207 | 0.694 | 0.644 | 2130 | - |
| global placement | 318 | 0.740 | 0.521 | 2440 | 35.8 |
| detailed placement | 318 | 0.741 | 0.504 | 2440 | 35.8 |
| CTS | 326 | 1.17 | 0.481 | 2540 | 37.1 |
| global route | 326 | 1.22 | 0.368 | 2540 | 37.1 |
| finish | 326 | 1.16 | 0.478 | 2540 | 37.1 |
## power by group
part	switching [mW]	internal (mW)	total, mW
clock network	0.204	0.229	0.433
logic	0.0704	0.0563	0.127
registers	0.0368	0.567	0.603
total	0.311	0.852	1.16
## cell families (layout without fill, tap and decap cells)
family | Yosys count | in the layout | synth area share [%]
AND/OR/NAND/NOR | 82 | 82 | 23.4
AND-OR/OR-AND | 44 | 44 | 16.4
flip-flops | 32 | 32 | 37.6
buffers and inverters | 23 | 46 | 5.57
latches | 16 | 16 | 11.3
adder cells (fa/ha/maj) | 8 | 8 | 4.69
multiplexers | 2 | 2 | 1.17
No activity file was given, so power comes from the tool's default toggle rates.
