`/design/flow/design.v`:
```
module PISO #(
    parameter SIZE_DATA_IN = 16,
    parameter SIZE_DATA_OUT = 2
)(
    input logic i_clk,
    input logic i_rst_n,
    input logic i_start,
    input logic [SIZE_DATA_IN-1:0] i_data,
    output logic [SIZE_DATA_OUT-1:0] o_data,
    output logic o_valid,
    output logic o_done
);
parameter DEPTH = SIZE_DATA_IN / SIZE_DATA_OUT;
parameter SIZE_DEPTH = $clog2(DEPTH);
logic [SIZE_DATA_OUT-1:0] shift_reg [0:DEPTH-1];
logic [SIZE_DEPTH-1:0] count, ncount;
logic w_update_count;
logic w_count, w_count_next;
assign w_update_count = i_start & (~o_done);
assign w_count_next = w_update_count & w_count;
assign ncount = w_count_next ? count + 1'b1 : '0;
always_ff @(posedge i_clk or negedge i_rst_n) begin : proc_count
    if(~i_rst_n) begin
        count   <= '0;
        w_count <= 1'b0;
    end else begin
        count   <= ncount;
        w_count <= w_update_count;
    end
end
logic [SIZE_DATA_IN-1:0] w_idata;
logic [SIZE_DATA_IN-1:0] w_idata_next; 
logic w_update_idata;
assign w_update_idata = i_start & (~w_count_next);
assign w_idata = w_update_idata ? i_data : w_idata_next;
always_ff @(posedge i_clk or negedge i_rst_n) begin : save_idata
    if (~i_rst_n) begin
        w_idata_next <= '0;
    end else begin     
        w_idata_next <= w_idata;
    end
end
always_comb begin : proc_shift_reg
    shift_reg[7] = w_idata[1:0];
    shift_reg[6] = w_idata[3:2];
    shift_reg[5] = w_idata[5:4];
    shift_reg[4] = w_idata[7:6];
    shift_reg[3] = w_idata[9:8];
    shift_reg[2] = w_idata[11:10];
    shift_reg[1] = w_idata[13:12];
    shift_reg[0] = w_idata[15:14];
end
logic [SIZE_DATA_OUT-1:0] w_output;
always_ff @(posedge i_clk or negedge i_rst_n) begin : proc_outut_data
    if(~i_rst_n) begin
        w_output <= '0;
    end else begin
        w_output <= shift_reg[count];
    end
end
assign o_data = o_valid ? w_output : '0;
wire w_ovalid;
assign w_ovalid = w_count_next;
always_ff @( posedge i_clk or negedge i_rst_n ) begin : proc_valid
    if(~i_rst_n) begin
        o_valid <= 1'b0;
    end else begin
        o_valid <= w_ovalid;
    end
end
logic w_done;
assign w_done = &count;
always_ff @(posedge i_clk or negedge i_rst_n) begin : proc_done
    if(~i_rst_n) begin
        o_done <= 1'b0;
    end else begin
        o_done <= w_done;
    end
end
endmodule
```
`/design/flow/run.sh`:
```
#!/bin/bash
# OpenROAD 26Q1-2900-gdf79404cd8, Yosys 0.63+post, stock flow scripts
make -C /OpenROAD-flow-scripts/flow DESIGN_CONFIG=/design/flow/config.mk WORK_HOME=/design/flow/orfs finish
```
`/design/flow/config.mk`:
```
export PLATFORM = sky130hd
export DESIGN_NAME = PISO
export DESIGN_NICKNAME = PISO
export VERILOG_FILES = /design/flow/design.v
export SDC_FILE = /design/flow/constraint.sdc
export NUM_CORES = 4
export LEC_CHECK = 1
export CORE_AREA = 10 10 87 87
export DIE_AREA = 0 0 97 97
```
`/design/flow/constraint.sdc`:
```
current_design PISO

set clk_period 4.5
set clk_io_pct 0.2

create_clock -name clk0 -period $clk_period [get_ports {i_clk}]

set non_clock_inputs [all_inputs -no_clocks]
set_input_delay [expr $clk_period * $clk_io_pct] -clock clk0 $non_clock_inputs
set_output_delay [expr $clk_period * $clk_io_pct] -clock clk0 [all_outputs]
```
==> impl_summary.log <==
[flow] collecting metrics
INFO  metric synth_area = 0.00118 mm²
INFO  metric clockRootBuffer = clkbuf_8
INFO  metric maxSlewViolCount = 0
INFO  metric floorplan.die.width = 97 µm
INFO  metric max_cap_viol_count = 0
INFO  metric placed_instance_count = 186
INFO  metric final.period_utilization = 53.0%
INFO  metric crit_slowest_cell = clkdlybuf4s50_1
INFO  metric setup_tns = 0 ps
INFO  metric global_route_wire_length_before_repair = around 4000 µm
INFO  metric cts_num_sinks = 24
INFO  metric floorplan.core_area = 0.00564 mm²
INFO  metric numCtsBuffers = 3
INFO  metric worst_path_largest_cell_delay = roughly 450 ps
INFO  metric io_buffers = 22
INFO  metric cts_hold_buf = 0
INFO  metric synthToLayoutAreaGrowth = 29.8%
INFO  metric floorplanUtilization = 21.0%
INFO  metric timing.final.hold_violations = 0
INFO  metric chip_area = 0.00941 mm²
INFO  metric drtIter0Drc = 28
INFO  metric synth_area_per_cell = 12.6 µm²
INFO  metric layout_top_cells = dfrtp_1, clkdlybuf4s50_1, mux2_2
INFO  metric static-leakage-power = 0.645 nW
INFO  metric drive_gt1_share = around a fifth
INFO  metric layout_min_cycle_time = 2390 ps
INFO  metric synth.yosys.num_cells = between 90 and 100
INFO  metric tritoncts_clock_tree = yes
INFO  metric worst_ir_drop_vdd = between 0.0001 and 0.00015 V
INFO  metric ctsHtreeMaxLevel = 1
INFO  metric clock_pin_slew_on_the_worst_setup_and_hold_paths = 80 ps
INFO  metric layout.cells.non_filler = around 190
INFO  metric route.detailed.wl_per_inst = approximately 13 µm
INFO  metric timing.max_slew.rel_slack = between 40% and 50%
INFO  metric antenna_violating_nets_post_route = 0
INFO  metric setup_violations = 0
INFO  metric fp-row-count = 27
INFO  metric place.detailed.hpwl = between 1500 and 2000 µm
INFO  metric crit_arrival = 2530 ps
INFO  metric die_height = around 97 µm
INFO  metric synth.distinct_cells = 28
INFO  metric wirelength = 2420 µm
INFO  metric yosysWarningCount = 2
INFO  metric stage_log_warnings = 29
INFO  metric crit_required = roughly 4600 ps
INFO  metric synth_chip_area = 0.00118 mm²
INFO  metric antenna_found_initial = 0
INFO  metric dr.pass1.iters = 4
INFO  metric reg2reg_setup_slack = 2450 ps
INFO  metric hp-class = flip-flop to flip-flop
INFO  metric maximum_frequency_from_static_timing_analysis = 419 MHz
INFO  metric clkLatencyLatePin = 260 ps
INFO  metric grt_max_degree = 25
INFO  metric cp-end-kind = flip-flop
INFO  metric rsz0062_at_grt = no
INFO  metric layout_top_cell = dfrtp_1
INFO  metric critPathLaunchType = input port
INFO  metric synth-seq-cells = 24
INFO  metric status = finished, final reports clean
INFO  metric power_density = 305 mW/mm²
INFO  metric postCtsSetupRepairBufs = 0
INFO  metric number_of_global_route_vias_before_repair = 846
INFO  metric worst-path-max-fanout = 24
INFO  metric seq_area_frac_synth = 50.7%
INFO  metric num_io_pins = 23
INFO  metric clk_path_buf_depth = 2
INFO  metric max_slew.worst_pin.slew = 763 ps
INFO  metric groute.usage.overall = 5.01%
INFO  metric timing.critical_path.max_delay_family = AND-OR/OR-AND gates
INFO  metric detailroute.via_count = just under 800
INFO  metric detail_route.antenna_diodes = 0
INFO  metric drc = 0
INFO  metric clock_skew = 2.55 ps
INFO  metric setup.worst_path.class = input port to flip-flop
INFO  metric critical_path_buf_inv_count = 1
INFO  metric cts_repair_resize_count = 0
INFO  metric syn-instance-count = between 90 and 100
INFO  metric gr-total-overflow = 0
INFO  metric weighted_congestion_at_the_end_of_routability_driven_global_placement = between 0.7 and 0.8
INFO  metric cp_cell_sequence = clkdlybuf4s50_1 > o21ai_4 > mux2_2 > a2111oi_2 > o211ai_1
INFO  metric routed_via_density = between 4 and 5
-- layer usage --
layer	vias up	GRT usage [%]	wire, µm	share of wire [%]
li1	381	-	-	-
met3	2	2.22	223	9.2
met4	0	0.789	18	0.74
met1	377	6.79	1100	46
met2	15	7.31	1070	44
met5	-	0	0	0
-- synthesized netlist by cell type (all sizes together) --
master	number	area share [%]
dfrtp	24	51
clkbuf	1	0.32
mux4	2	4.4
mux2	16	15
ha	6	6.3
and3	1	0.53
nand3	2	0.84
a31oi	1	0.53
a32oi	1	0.74
nor3	1	0.42
a32o	1	0.84
a21oi	3	1.3
and2	3	1.6
o211ai	2	1.3
a2111oi	1	1.3
buf	2	1.4
inv	6	1.9
mux2i	2	1.7
nor2b	2	1.1
nand2	7	2.2
o21ai	2	1.8
nor2	5	1.6
a22oi	1	0.63
a22o	1	0.74
a221oi	1	0.74
-- path summary, 6_finish.rpt --
| check | startpoint | end | depth (start not counted) |
|---|---|---|---|
| setup / recovery | i_start | w_output[0] | 5 |
| hold / removal | count[0] | count[0] | 1 |
| setup reg to reg | o_done | w_output[0] | 4 |
| hold reg to reg | count[0] | count[0] | 1 |
| max in group asynchronous | i_rst_n | w_idata_next[8] | 2 |
| min in group asynchronous | i_rst_n | o_done | 2 |
-- per-stage QoR --
stage	instance area [µm²]	hold slack (ps)	worst slack (ps)	utilization (%)	power, mW
final	1540	502	2110	27.3	0.469
after global routing	1540	521	2010	27.3	0.496
after CTS	1540	504	2100	27.3	0.477
after detailed placement	1480	488	1810	26.3	0.334
after global placement	1480	484	1850	26.3	0.333
after floorplan	1180	456	2630	-	0.299
-- flip-flops by register name (all words and copies together) (netlist names) --
| signal | cells |
|---|---|
| w_count | 1 |
| w_idata_next | 16 |
| o_done | 1 |
| w_output | 2 |
| count | 3 |
| o_valid | 1 |
-- kinds of logic (layout without fill, tap and decap cells) --
group	Yosys count	count (layout)	synth area share (%)
mux	20	20	21.3
simple gates	21	21	8.24
fa+ha+maj	6	6	6.34
compound gates	14	14	9.82
flops	24	24	50.7
buf+inv	9	33	3.59
-- worst register-to-register path, cell delays in order, from the launching register on --
cell and delay (ps):
dfrtp_1 420, o21ai_4 640, mux2_2 440, a2111oi_2 310, o211ai_1 120
-- where the power goes --
| part | switching, mW | leakage, nW | internal [mW] |
|---|---|---|---|
| sequential | 0.00990 | 0.290 | 0.241 |
| clock | 0.0631 | 0.0288 | 0.0779 |
| combinational | 0.0296 | 0.326 | 0.0472 |
| total | 0.103 | 0.645 | 0.367 |
-- layout make-up --
| class | count | area [µm²] |
|---|---|---|
| clock buffers | 4 | 55.1 |
| fillers | 579 | 4100 |
| inverters | 6 | 22.5 |
| multi-input cells | 61 | 542 |
| flip-flops and latches | 24 | 601 |
| well taps | 72 | 90.1 |
| repair buffers | 23 | 228 |
Power is estimated from default activity; no workload was simulated.
