<file path="flow/run.sh">
#!/bin/bash
# OpenROAD 26Q1-2900-gdf79404cd8, Yosys 0.63+post, stock flow scripts
make -C /OpenROAD-flow-scripts/flow DESIGN_CONFIG=/design/flow/config.mk WORK_HOME=/design/flow/orfs finish
</file>
<file path="flow/config.mk">
export PLATFORM = sky130hd
export DESIGN_NAME = Add_compare_select_unit
export DESIGN_NICKNAME = Add_compare_select_unit
export VERILOG_FILES = /design/flow/design.v
export SDC_FILE = /design/flow/constraint.sdc
export NUM_CORES = 4
export LEC_CHECK = 1
export CORE_AREA = 10 10 70 70
export DIE_AREA = 0 0 80 80
</file>
<file path="flow/constraint.sdc">
current_design Add_compare_select_unit

set clk_period 1.5
set clk_io_pct 0.2

create_clock -name clk0 -period $clk_period

set non_clock_inputs [all_inputs -no_clocks]
set_input_delay [expr $clk_period * $clk_io_pct] -clock clk0 $non_clock_inputs
set_output_delay [expr $clk_period * $clk_io_pct] -clock clk0 [all_outputs]
</file>
<file path="flow/design.v">
module ACS(
    input logic [1:0]   i_BM_0      ,
    input logic [1:0]   i_BM_1      ,
    input logic [1:0]   i_PM_0      ,
    input logic [1:0]   i_PM_1      ,
    output logic [1:0]  o_PM        
);
wire [1:0] w_metric_path_0, w_metric_path_1;
wire w_compare_less;
Add_unit ADD0(
    .i_BM    (i_BM_0),
    .i_PM    (i_PM_0),
    .o_PM    (w_metric_path_0)
);
Add_unit ADD1(
    .i_BM    (i_BM_1),
    .i_PM    (i_PM_1),
    .o_PM    (w_metric_path_1)
);
Compare_unit CP(
    .i_metric_path_0    (w_metric_path_0),   
    .i_metric_path_1    (w_metric_path_1),   
    .o_compare_less     (w_compare_less)
);
always_comb begin
    if (w_compare_less) begin
        o_PM = w_metric_path_0;
    end else begin
        o_PM = w_metric_path_1;
    end
end
endmodule
module Add_compare_select_unit(
    input logic [1:0]   i_BM_0      ,
    input logic [1:0]   i_BM_1      ,
    input logic [1:0]   i_BM_2      ,
    input logic [1:0]   i_BM_3      ,
    input logic [1:0]   i_PM_0     ,
    input logic [1:0]   i_PM_1     ,
    input logic [1:0]   i_PM_2     ,
    input logic [1:0]   i_PM_3     ,
    output logic [1:0]  o_PM_0     ,
    output logic [1:0]  o_PM_1     ,
    output logic [1:0]  o_PM_2     ,
    output logic [1:0]  o_PM_3     
);
wire [1:0] w_PM_0, w_PM_1, w_PM_2, w_PM_3;
ACS ACS_0(
    .i_BM_0      (i_BM_0),
    .i_BM_1      (i_BM_3),
    .i_PM_0      (i_PM_0),
    .i_PM_1      (i_PM_1),
    .o_PM        (w_PM_0)
);
ACS ACS_1(
    .i_BM_0      (i_BM_2),
    .i_BM_1      (i_BM_1),
    .i_PM_0      (i_PM_2),
    .i_PM_1      (i_PM_3),
    .o_PM        (w_PM_1)
);
ACS ACS_2(
    .i_BM_0      (i_BM_3),
    .i_BM_1      (i_BM_0),
    .i_PM_0      (i_PM_0),
    .i_PM_1      (i_PM_1),
    .o_PM        (w_PM_2)
);
ACS ACS_3(
    .i_BM_0      (i_BM_1),
    .i_BM_1      (i_BM_2),
    .i_PM_0      (i_PM_2),
    .i_PM_1      (i_PM_3),
    .o_PM        (w_PM_3)
);
always_comb begin
    o_PM_0 = w_PM_0;
    o_PM_1 = w_PM_1;
    o_PM_2 = w_PM_2;
    o_PM_3 = w_PM_3;
end
endmodule
module Add_unit(
    input logic [1:0]       i_BM    ,
    input logic [1:0]       i_PM    ,
    output logic [1:0]      o_PM    
);
assign o_PM[0] = (!i_PM[0]&i_BM[0]) | (i_PM[0]&!i_BM[0]) | 
                 (i_PM[0]&i_BM[1]) | (i_PM[1]&i_BM[0])   | 
                 (i_PM[1]&i_BM[1]);
assign o_PM[1] = (i_PM[1] | i_BM[1]) | (i_PM[0] & i_BM[0]);
endmodule
module Compare_unit(
    input logic [1:0] i_metric_path_0,   
    input logic [1:0] i_metric_path_1,   
    output logic o_compare_less      
);
    assign o_compare_less = (~i_metric_path_0[0] & ~i_metric_path_0[1]) |
                            ( i_metric_path_1[0] &  i_metric_path_1[1]) |
                            (~i_metric_path_0[1] &  i_metric_path_1[0]) |
                            (~i_metric_path_0[1] &  i_metric_path_1[1]) |
                            (~i_metric_path_0[0] &  i_metric_path_1[1]) ;
endmodule
</file>
==> load_flow_metrics.sql <==
-- metrics for the results database
INSERT INTO impl_metrics (metric_group, metric, value, unit) VALUES
('floorplan', 'fp.dieArea', '0.00640', 'mm^2'),
('power_and_ir_drop', 'comb_power_share', '100.0', '%'),
('synth', 'post_synth_fa_ha_maj_area_fraction', '23.9', '%'),
('worst_setup_path', 'cp_max_fo', '4', ''),
('floorplan', 'fp.dieW', '80', 'um'),
('cells_and_area', 'seq_cells', '0', ''),
('floorplan', 'floorplanUtilization', '12.3', '%'),
('cells_and_area', 'dominant_logic_cell_type_in_the_layout', 'buf_4', ''),
('worst_setup_path', 'worst-endpoint-required', '1.20', 'ns'),
('clocking', 'count_of_hold_fix_buffers_inserted_at_cts', '0', ''),
('outcome', 'violations_in_the_final_reports', 'negative setup slack', ''),
('grt', 'grt_overflow', '0', ''),
('cells_and_area', 'area_growth', '144', '%'),
('job', 'timing.max_cap.violations', '0', ''),
('power_and_ir_drop', 'power_per_cell_area', '290', 'mW/mm^2'),
('floorplan', 'io-pin-count', '24', ''),
('power_and_ir_drop', 'static-leakage-power', '0.405', 'nW'),
('detailed_routing', 'vias', '622', ''),
('cells_and_area', 'post_route_cells_drive_above_1_share', '69.0', '%'),
('timing', 'setup_repair_after_global_routing_missed_its_margin', 'true', ''),
('timing', 'slew-limit-headroom', '84.9', '%'),
('synth', 'synth_xor_xnor_area_share', '0', '%'),
('outcome', 'status', 'finished, violations left', ''),
('grt', 'grt_first_pass_wirelength', '2770', 'um'),
('timing', 'number_of_setup_violations_in_the_final_report', '4', ''),
('placement', 'port-buffer-count', '24', ''),
('synth', 'netlist_area', '419', 'um^2'),
('timing', 'min_period_over_period', '111', '%'),
('worst_setup_path', 'critPathKind', 'in2out', ''),
('cells_and_area', 'ff_latch_area', '0', 'um^2'),
('grt', 'antenna_found_initial', '0', ''),
('synth', 'yosys.cell_types.count', '18', ''),
('timing', 'whs', '1.03', 'ns'),
('grt', 'grt_use_total', '4.85', '%'),
('placement', 'placedCellCount', '143', ''),
('detailed_routing', 'routed_wire_length_per_instance', '11.5', 'um'),
('floorplan', 'die_h', '80', 'um'),
('synth', 'postSynthSeqShare', '0', '%'),
('worst_setup_path', 'critical_path.endpoint_type', 'output port', ''),
('synth', 'post_synth_main_logic_family', 'AND-OR/OR-AND gates', ''),
('job', 'log.warning_count', '34', ''),
('worst_setup_path', 'timing.critical_path.arrival', '1.36', 'ns'),
('detailed_routing', 'ant_nets', '0', ''),
('synth', 'mux_area_share', '0', '%'),
('synth', 'aoi_share', '41.8', '%'),
('power_and_ir_drop', 'switchingPower', '0.117', 'mW'),
('detailed_routing', 'viasPerCell', '4.26', ''),
('cells_and_area', 'post-route-cell-area', '0.00102', 'mm^2'),
('detailed_routing', 'antenna-diode-count', '0', ''),
('floorplan', 'design.core.area', '0.00342', 'mm^2'),
('cells_and_area', 'finalCoreUtilization', '29.9', '%'),
('hold_path', 'hold_path.class', 'in2out', ''),
('synth', 'synth_area_per_cell', '7.23', 'um^2'),
('synth', 'netlist_instances', '58', ''),
('worst_setup_path', 'start_kind', 'input port', ''),
('synth', 'yosys.area_share.simple', '34.3', '%'),
('detailed_routing', 'finalWirelength', '1670', 'um'),
('timing', 'timing_hold_violations_final', '0', ''),
('grt', 'grt_start_max_net_pins', '7', ''),
('synth', 'yosysWarnings', '2', ''),
('timing', 'fmax', '0.603', 'GHz'),
('cells_and_area', 'fillerInstances', '358', ''),
('timing', 'final_critical_path_setup_slack', '-0.159', 'ns'),
('timing', 'fin_crit', '1.66', 'ns'),
('detailed_routing', 'drc', '0', ''),
('floorplan', 'core.rowCount', '21', ''),
('detailed_routing', 'dr.pass1.iters', '4', ''),
('cells_and_area', 'final_cell_count_no_fill', '146', ''),
('synth', 'yosysCellCount', '58', ''),
('power_and_ir_drop', 'power.sequential.fraction', '0', '%'),
('placement', 'dp_hpwl', '1220', 'um'),
('timing', 'worst_slew_pin_slew', '0.226', 'ns'),
('placement', 'finalWeightedCongestion', '0.760', ''),
('detailed_routing', 'first_iter_violations', '15', ''),
('power_and_ir_drop', 'total_power', '0.296', 'mW'),
('timing', 'timing_max_transition_violations_final', '0', ''),
('cells_and_area', 'clock_buffer_count', '0', ''),
('synth', 'ys_area', '419', 'um^2'),
('grt', 'first_global_vias', '637', ''),
('cells_and_area', 'layout.cells.most_common_list', 'buf_4 (16), buf_2 (13), nor2_1 (8)', ''),
('power_and_ir_drop', 'power_switching_share', '39.4', '%'),
('power_and_ir_drop', 'internal_power', '0.180', 'mW'),
('power_and_ir_drop', 'worst_ir_drop_vdd', '111', 'uV'),
('placement', 'placed_cell_area', '830', 'um^2'),
('power_and_ir_drop', 'clock_power_share', '0', '%');
cells in the mapped netlist, drive strengths merged:
| cell | count | area share, % |
|---|---|---|
| o21ba | 3 | 7.2 |
| ha | 8 | 24 |
| a211oi | 1 | 1.8 |
| nor2 | 8 | 7.2 |
| nor2b | 1 | 1.5 |
| a221oi | 3 | 9.3 |
| a21o | 3 | 5.4 |
| or2 | 2 | 3.0 |
| a21oi | 7 | 8.4 |
| nor3 | 8 | 9.6 |
| or3 | 4 | 7.2 |
| a22o | 1 | 2.1 |
| and2 | 1 | 1.5 |
| nand2b | 3 | 4.5 |
| o22ai | 4 | 6.0 |
| o21bai | 1 | 1.8 |
final timing paths:
| kind | startpoint | endpoint | slack [ns] | cells past startpoint |
|---|---|---|---|---|
| setup / recovery | i_PM_3[0] | o_PM_3[0] | -0.16 | 6 |
| hold / removal | i_BM_2[1] | o_PM_1[0] | 1.03 | 5 |
power by group through the flow:
stage         clock network, mW  registers, mW  logic, mW
global route                  0              0      0.328
finish                        0              0      0.296
CTS                           0              0      0.267
critical path, stage by stage:
cell and delay (ns):
buf_12 0.11, ha_4 0.14, or3_4 0.38, and2_4 0.16, a22o_1 0.16, buf_2 0.10
through the flow:
stage	setup TNS (ns)	setup slack (ns)
3_5_place_dp	-6.30	-0.918
4_1_cts	-0.759	-0.205
2_1_floorplan	0	0.0711
5_1_grt	-0.775	-0.202
6_report	-0.494	-0.159
3_3_place_gp	-6.24	-0.910
routing by layer:
metal  vias to the layer above  global-route usage, %  wire [um]
met2                        15                   8.43        785
met1                       288                   6.33        767
met4                         0                      0          0
met3                         0                   1.02        121
met5                         -                      0          0
li1                        319                      -          -
cell families after synthesis:
family / count (synthesis)
adders and majority gates: 8
AOI/OAI and AO/OA: 23
and+or+nand+nor: 27
final cells by class:
class	count	area, um^2	share of cell area [%]
Tap cell	46	57.6	5.63
Timing Repair Buffer	42	363	35.5
Multi-Input combinational cell	58	602	58.9
repair_timing:
| action | 4_1_cts | 5_1_grt |
|---|---|---|
| pin swaps | 15 | 14 |
| gates cloned | 0 | 0 |
| endpoints found under the setup margin | 8 | 7 |
| buffers inserted | 2 | 1 |
| gates resized | 125 | 20 |
No activity file was given, so power comes from the tool's default toggle rates.
