===== flow/design.v =====
module Output_interface_block #(
    parameter SIZE_IN = 1,
    parameter SIZE_OUT = 8
)(
    input logic                 i_clk,
    input logic                 i_rst_n,
    input logic                 i_start,
    input logic                 i_valid,
    input logic [SIZE_IN-1:0]   i_data,
    output logic [SIZE_OUT-1:0] o_data,
    output logic                o_valid
);
    logic [SIZE_IN-1:0] shift_reg [0:SIZE_OUT-1];
    always_ff @(posedge i_clk or negedge i_rst_n) begin
        if (~i_rst_n) begin
            for (int i = 0; i < SIZE_OUT; i++) begin
                shift_reg[i] <= '0;
            end
        end else begin
            if (i_valid) begin
                shift_reg[0] <= i_data;
                for (int i = 1; i < SIZE_OUT; i++) begin
                    shift_reg[i] <= shift_reg[i-1];
                end
            end 
        end
    end
    always_comb begin
        if(~i_rst_n) begin
            o_valid = 1'b0;
            o_data  = '0;
        end else if (i_start) begin
            o_data  = {shift_reg[SIZE_OUT-1], shift_reg[SIZE_OUT-2], shift_reg[SIZE_OUT-3], shift_reg[SIZE_OUT-4], shift_reg[SIZE_OUT-5], shift_reg[SIZE_OUT-6], shift_reg[SIZE_OUT-7], shift_reg[0]};
            o_valid = 1'b1;
        end else begin
            o_valid = 1'b0;
            o_data  = '0;
        end
    end 
endmodule

===== flow/run.sh =====
#!/bin/bash
# OpenROAD 26Q1-2900-gdf79404cd8, Yosys 0.63+post, stock flow scripts
make -C /OpenROAD-flow-scripts/flow DESIGN_CONFIG=/design/flow/config.mk WORK_HOME=/design/flow/orfs finish

===== flow/config.mk =====
export PLATFORM = sky130hd
export DESIGN_NAME = Output_interface_block
export DESIGN_NICKNAME = Output_interface_block
export VERILOG_FILES = /design/flow/design.v
export SDC_FILE = /design/flow/constraint.sdc
export NUM_CORES = 4
export LEC_CHECK = 1
export CORE_AREA = 10 10 70 70
export DIE_AREA = 0 0 80 80

===== flow/constraint.sdc =====
current_design Output_interface_block

set clk_period 1.2
set clk_io_pct 0.2

create_clock -name clk0 -period $clk_period [get_ports {i_clk}]

set non_clock_inputs [all_inputs -no_clocks]
set_input_delay [expr $clk_period * $clk_io_pct] -clock clk0 $non_clock_inputs
set_output_delay [expr $clk_period * $clk_io_pct] -clock clk0 [all_outputs]

==> reports/qor_table.md <==
| Parameter | Value | Unit |
|:---|:---|:---|
| F_max | 0.875 | GHz |
| Critical Path RT | 0.96 | ns |
| Final Hold Fails | 0 | - |
| Cells after synthesis | 26 | - |
| Number of diodes added for antenna fixing | 0 | - |
| Clock Pin Slew Worst Setup and Hold Paths | 0.05 | ns |
| Buffer levels on the longest clock path | 2 | - |
| Count of final setup violators | 0 | - |
| Chip Area, Yosys | 388 | um^2 |
| Detail Placement HPWL | 720 | um |
| Worst-skew pair later-pin latency | 0.25 | ns |
| Unique cell types | 5 | - |
| Number of logged tool warnings | 25 | - |
| Overall routing resource usage | 3.47 | % |
| Share of the synthesized area in the top cell type | 51.6 | % |
| Class of the worst hold path | primary input to async pin | - |
| Number of standard cells reported by yosys | 26 | - |
| P per Cell Area | 1340 | nW/um^2 |
| Maximum Capacitance Violations | 0 | - |
| Via-per-instance ratio | 3.11 | - |
| Power dissipated by switching net loads | 0.000211 | W |
| TritonCTS clock tree | done | - |
| Shortest period the worst path allows | 1.14 | ns |
| Hold Slack | 0.0665 | ns |
| Level count of the clock H-tree | 1 | - |
| Lkg Pwr | 0.374 | nW |
| Max-slew violation total from the final report | 0 | - |
| Number of antenna violations at the first check in global routing | 0 | - |
| Arrival @ worst endpoint | 0.90 | ns |
| Area taken by multi-input logic gates | 176 | um^2 |
| Wire length of the first global-routing pass | 1.75 | mm |
| Run status | completed | - |
| Number of global-route vias before repair | 338 | - |
| DRT Wirelength | 1.01 | mm |
| Sort of element at the end of the critical path | output pin | - |
| Final ANT Viol Nets | 0 | - |
| Slew @ Worst Pin | 0.176 | ns |
| Setup clock skew after layout | 0.000844 | ns |
| Num CTS Buffers | 3 | - |
| Vias after detailed routing | 317 | - |
| Number of flip-flops under the largest register name | 8 | - |
| Violation count after the first detailed-routing iteration | 5 | - |
| Growth of design area from synthesis to finish | 79.7 | % |
| Startpoint types | flop | - |
| Pre-placement core utilization | 11.4 | % |
| Post-DP Area | 664 | um^2 |
| Chip area | 6400 | um^2 |
| Power share of the sequential group | 40.2 | % |
| Post-synthesis cell area | 388 | um^2 |
| Largest cells by area | dfrtp_1, mux2_4, and3_1, buf_6, and2_1 | - |
| Global route overflow | 0 | - |
| Setup repair after global routing missed its margin | false | - |
| 1st-pass router iterations | 2 | - |
| Count of buffers from port buffering | 13 | - |
| Most used logic cell in the final layout | buf_4 | - |
| Total internal power | 0.000720 | W |
| Critical path class | flop to output pin | - |
| Worst-case vdd ir drop | 590 | uV |
| Number of standard-cell rows in the floorplan | 21 | - |
| Final routed DRC violation total | 0 | - |
| Die Y-Extent | 80 | um |
| TritonCTS sink count | 8 | - |
| Maximum number of pins on one net before global-route repair | 10 | - |
| Mean post-synth cell area | 14.9 | um^2 |
| Routability Congestion | 0.660 | - |
| Critical Path Fanout Max | 2 | - |
| Final Instance Area | 697 | um^2 |
| Cell taking the most area after synthesis | dfrtp_1 | - |
| Number of synthesized register bits | 8 | - |
| Master cell of the clock root buffer | clkbuf_4 | - |
| Horizontal extent of the die | 80 | um |
| Core Footprint | 3420 | um^2 |
| Layout cells sized above 1 | 62.5 | % |
| Post-synth seq share | 51.6 | % |
| Total area of sequential cells | 200 | um^2 |
| Clk pwr share | 21.1 | % |
| Max_slew headroom | 88.2 | % |
| Fraction of the cycle the final worst path needs | 95.2 | % |
| Number of placed I/O pins | 14 | - |
| Most numerous logic cells after layout | buf_4, and3_1, mux2_4, buf_2, dfrtp_1 | - |
| Total Negative Setup Slacks | 0 | ns |
| Number of filler instances in the final layout | 377 | - |
| Combinational power share | 38.8 | % |
| DR WL/cell | 9.88 | um |
| Switching fraction of total power | 22.6 | % |
| Yosys warnings | 2 | - |
## area by class of cell
cell class | instances | area share [%]
multi-input combinational | 17 | 25.3
sequential | 8 | 28.7
clock buffer | 3 | 3.23
tap | 46 | 8.26
timing repair buffer | 28 | 34.5
## synthesized netlist by cell type
cell type / count
dfrtp_1: 8
and2_1: 1
mux2_4: 8
buf_6: 1
and3_1: 8
## layer usage
metal / global-route usage (%) / routed length, um / part of all wire [%]
met1: 5.35 / 549 / 54
met2: 3.93 / 356 / 35
met3: 2.27 / 101 / 10
met4: 0.176 / 0 / 0
met5: 0 / 0 / 0
## per-stage QoR
stage | worst slack [ns] | instances | total power, W | utilization (%)
floorplan | 0.418 | 26 | 0.000512 | -
global placement | -0.565 | 94 | 0.000705 | 19.5
detailed placement | -0.590 | 94 | 0.000713 | 19.5
CTS | 0.0513 | 102 | 0.000940 | 20.4
global route | 0.00712 | 102 | 0.000999 | 20.4
finish | 0.0577 | 102 | 0.000931 | 20.4
## cells by family (layout without fill, tap and decap cells)
logic type / Yosys count / count (layout) / share of synthesized area, %
mux: 8 / 8 / 31.0
buf+inv: 1 / 31 / 2.90
flops: 8 / 8 / 51.6
simple gates: 9 / 9 / 14.5
## power groups by stage
stage | sequential (W) | clock, W | combinational, W
CTS | 0.000373 | 0.000203 | 0.000363
global route | 0.000386 | 0.000221 | 0.000392
finish | 0.000374 | 0.000196 | 0.000361
## critical path, cell delays in order, from the launching register on
cell and delay [ns]:
dfrtp_1 0.37, and3_1 0.17, buf_2 0.11
## final timing paths
| path | start | to | slack [ns] | cells after the start |
|---|---|---|---|---|
| max | shift_reg[6] | o_data[6] | 0.06 | 2 |
| min | i_rst_n | shift_reg[3] | 0.07 | 4 |
| max reg2reg | shift_reg[0] | shift_reg[0] | 0.21 | 3 |
| min reg2reg | shift_reg[2] | shift_reg[3] | 0.59 | 2 |
| max in group asynchronous | i_rst_n | shift_reg[0] | 0.50 | 4 |
| min in group clk0 | shift_reg[2] | shift_reg[3] | 0.59 | 2 |
## what timing repair did
| action | 4_1_cts | 5_1_grt |
|---|---|---|
| buffers inserted | 4 | 0 |
| hold buffers | 1 | 0 |
| setup endpoints to repair | 9 | 0 |
| resized | 35 | 0 |
| endpoints found under the hold margin | 3 | 0 |
No activity file was given, so power comes from the tool's default toggle rates.
